**./config.mk**
```make
export PLATFORM = sky130hd
export DESIGN_NAME = processor
export DESIGN_NICKNAME = processor
export VERILOG_FILES = /design/flow/design.v
export SDC_FILE = /design/flow/constraint.sdc
export NUM_CORES = 4
export LEC_CHECK = 1
export CORE_UTILIZATION = 50
```
**./constraint.sdc**
```tcl
current_design processor

set clk_period 8.7
set clk_io_pct 0.2

create_clock -name clk0 -period $clk_period [get_ports {clk}]

set non_clock_inputs [all_inputs -no_clocks]
set_input_delay [expr $clk_period * $clk_io_pct] -clock clk0 $non_clock_inputs
set_output_delay [expr $clk_period * $clk_io_pct] -clock clk0 [all_outputs]
```
**./design.v**
```verilog
`timescale 1ns / 1ps
module ALU(
	input [31:0] ALU_A,
	input [31:0] ALU_B,
	input [3:0] ALU_Control,
	input [4:0] shamt,
	output reg [31:0] ALU_Output,
	output reg zero
    );
	always@(ALU_A or ALU_B or ALU_Control) begin	
		case(ALU_Control)
			4'b0000: ALU_Output = ALU_A + ALU_B;				 
			4'b0001: ALU_Output = ALU_A - ALU_B;				 
			4'b0010: ALU_Output = ALU_A & ALU_B;				 
			4'b0011: ALU_Output = ALU_A | ALU_B;				 
			4'b0100: ALU_Output = ALU_B << shamt;				 
			4'b0101: ALU_Output = ALU_B >> shamt;				 
			4'b0110: begin										 
				if(shamt == 0) begin
					ALU_Output = ALU_B;
				end else begin
					ALU_Output = (ALU_B >> shamt) | ({32{ALU_B[31]}} << (31 - shamt));
				end
			end
			4'b0111: ALU_Output = {ALU_B[15:0], ALU_A[15:0]};	 
			4'b1000: begin										 
				if(ALU_A > ALU_B) begin
					ALU_Output = 1;
				end else begin
					if(ALU_A == ALU_B) begin
						ALU_Output = ((ALU_A < ALU_B) ? 1:0) ^ ALU_A[31];
					end else begin
						ALU_Output = 0;
					end
				end
			end
		endcase
		zero = ((ALU_A - ALU_B) == 0) ? 1:0;
	end
endmodule
`timescale 1ns / 1ps
module controller(
	input [31:0] inst,	
	input zero,								 
	output [1:0] Reg_Write_Dest_Source,		 
	output [1:0] ALU_A_Source,				 
	output [1:0] ALU_B_Source,				 
	output reg [3:0] ALU_Control,			 
	output [1:0] PC_Src,					 
	output [1:0] Reg_Write_Data_Source,		 
	output Reg_Write,						 
	output Mem_Write,						 
	output extend_bit						 
    );
	wire l_type, lw, lb;
	wire s_type, sw;
	wire r_type;
	wire i_type, addi, andi, ori, slt, lui;	
	wire b_type;
	wire j_type, jump, jal, jr;
	assign lw 		= inst[31] & ~inst[30] & ~inst[29] & ~inst[28] & inst[27] & inst[26];
	assign lb 		= inst[31] & ~inst[30] & ~inst[29] & ~inst[28] & ~inst[27] & ~inst[26];
	assign l_type 	= lw | lb;
	assign sw 		= inst[31] & ~inst[30] & inst[29] & ~inst[28] & inst[27] & inst[26];
	assign s_type	= sw;
	assign j 		= ~inst[31] & ~inst[30] & ~inst[29] & ~inst[28] & inst[27] & ~inst[26];
	assign jal 		= ~inst[31] & ~inst[30] & ~inst[29] & ~inst[28] & inst[27] & inst[26];
	assign jr 		= ~inst[31] & ~inst[30] & ~inst[29] & ~inst[28] & ~inst[27] & ~inst[26] & ~inst[5] & ~inst[4] & inst[3] & ~inst[2] & ~inst[1] & ~inst[0];
	assign j_type 	= j | jal | jr;
	assign r_type	= ~inst[31] & ~inst[30] & ~inst[29] & ~inst[28] & ~inst[27] & ~inst[26] & ~jr;
	assign addi		= ~inst[31] & ~inst[30] & inst[29] & ~inst[28] & ~inst[27] & ~inst[26];
	assign andi		= ~inst[31] & ~inst[30] & inst[29] & inst[28] & ~inst[27] & ~inst[26];
	assign ori 		= ~inst[31] & ~inst[30] & inst[29] & inst[28] & ~inst[27] & inst[26];
	assign slti		= ~inst[31] & ~inst[30] & inst[29] & ~inst[28] & inst[27] & ~inst[26];
	assign lui		= ~inst[31] & ~inst[30] & inst[29] & inst[28] & inst[27] & inst[26];
	assign i_type	= addi | andi | ori | slti | lui;
	assign b_type	= ~inst[31] & ~inst[30] & ~inst[29] & inst[28] & ~inst[27];
	assign Reg_Write_Dest_Source[1] = jal;
	assign Reg_Write_Dest_Source[0] = l_type | i_type;
	assign Reg_Write_Data_Source[1] = r_type | i_type | jal;
	assign Reg_Write_Data_Source[0] = r_type | i_type | lb;
	assign ALU_A_Source[1] = 0;
	assign ALU_A_Source[0] = lui;
	assign ALU_B_Source[1] = 0;
	assign ALU_B_Source[0] = r_type | b_type;
	assign PC_Src[1] = j_type;
	assign PC_Src[0] = ((zero ^ inst[26]) & b_type) | j | jal;
	assign Reg_Write = l_type | r_type | i_type | jal;				 
	assign Mem_Write = s_type;
	always@(inst) begin
		case(inst[31:26])
			6'b000000: begin							 
				case(inst[5:0])
					6'b000000: ALU_Control = 4'b0100;		 
					6'b000010: ALU_Control = 4'b0101;		 
					6'b000011: ALU_Control = 4'b0110;		 
					6'b100000: ALU_Control = 4'b0000;		 
					6'b100010: ALU_Control = 4'b0001;		 
					6'b100100: ALU_Control = 4'b0010;		 
					6'b100101: ALU_Control = 4'b0011;		 
					6'b101010: ALU_Control = 4'b1000;		 
				endcase
			end
			6'b000100: ALU_Control = 4'b0001;				 
			6'b000101: ALU_Control = 4'b0001;				 
			6'b001000: ALU_Control = 4'b0000;				 
			6'b001100: ALU_Control = 4'b0010;				 
			6'b001101: ALU_Control = 4'b0011;				 
			6'b001010: ALU_Control = 4'b1000;				 
			6'b001111: ALU_Control = 4'b0111;				 
			6'b100011: ALU_Control = 4'b0000;				 
			6'b100000: ALU_Control = 4'b0000;				 
			6'b101011: ALU_Control = 4'b0000;				 
		endcase
	end
	assign extend_bit = andi | (inst[15] & ~ori);
endmodule
`timescale 1ns / 1ps
module mux32(
	input [31:0] input0,
	input [31:0] input1,
	input [31:0] input2,
	input [31:0] input3,
	input [1:0] select,
	output reg [31:0] mux_out
    );
	always@(input0 or input1 or input2 or input3 or select) begin
		case(select)
			2'd0: mux_out = input0;
			2'd1: mux_out = input1;
			2'd2: mux_out = input2;
			2'd3: mux_out = input3;
		endcase
	end
endmodule
`timescale 1ns / 1ps
module mux5(
	input [4:0] input0,
	input [4:0] input1,
	input [4:0] input2,
	input [4:0] input3,
	input [1:0] select,
	output reg [4:0] mux_out
    );
	always@(input0 or input1 or input2 or input3 or select) begin
		case(select)
			2'd0: mux_out = input0;
			2'd1: mux_out = input1;
			2'd2: mux_out = input2;
			2'd3: mux_out = input3;
		endcase
	end
endmodule
`timescale 1ns / 1ps
module processor(
	input clk,
	input rst_n,
	input [31:0] data_in,
	input [31:0] inst,
	output reg [31:0] inst_addr,
	output [31:0] data_out,
	output [31:0] data_addr,
	output data_wr
    );
	reg [1:0] state;
	wire Reg_Write;
	wire Mem_Write;
	wire [31:0] PC;
	wire [1:0] PC_Src;
	wire [4:0] rs;
	wire [4:0] rt;
	wire [4:0] rd;
	wire [4:0] writereg;
	wire [31:0] writedata;
	wire regwrite;
	wire [31:0] readdata1;
	wire [31:0] readdata2;
	wire [1:0] Reg_Write_Dest_Source;
	wire [1:0] Reg_Write_Data_Source;
	assign rs = inst[25:21];
	assign rt = inst[20:16];
	assign rd = inst[15:11];
	mux5 mux_writeregdest(rd, rt, 5'b11111, 5'd0, Reg_Write_Dest_Source, writereg);
	wire [31:0] ALU_A;
	wire [31:0] ALU_B;
	wire [3:0] ALU_Control;
	wire [4:0] shamt;
	wire [31:0] ALU_Output;
	wire zero;
	wire [1:0] ALU_A_Source;
	wire [1:0] ALU_B_Source;
	wire [31:0] sign_extended;
	wire [31:0] shifted_sign_extended;
	wire extend_bit;
	assign sign_extended = {{16{extend_bit}}, inst[15:0]};
	assign shifted_sign_extended = sign_extended << 2;
	mux32 mux_ALU_A_handler(readdata1, readdata2, 32'd0, 32'd0, ALU_A_Source, ALU_A);
	mux32 mux_ALU_B_handler(sign_extended, readdata2, 32'd0, 32'd0, ALU_B_Source, ALU_B);
	assign shamt = inst[10:6];
	wire [31:0] jumpaddr;
	assign jumpaddr = {inst[31:28], inst[25:0], 2'b00};
	mux32 mux_nextPC(inst_addr + 4, inst_addr + 4 + shifted_sign_extended, readdata1, jumpaddr, PC_Src, PC);
	controller controller(inst, zero, Reg_Write_Dest_Source, ALU_A_Source, ALU_B_Source, ALU_Control, PC_Src, Reg_Write_Data_Source, Reg_Write, Mem_Write, extend_bit);
	assign regwrite = Reg_Write;
	registers registers(clk, rst_n, rs, rt, writereg, writedata, regwrite, readdata1, readdata2);	
	ALU ALU(ALU_A, ALU_B, ALU_Control, shamt, ALU_Output, zero);
	mux32 mux_writeregdata(data_in, {24'b0, data_in[31:24]}, inst_addr + 4, ALU_Output, Reg_Write_Data_Source, writedata);
	assign data_out = readdata2;
	assign data_addr = ALU_Output;
	assign data_wr = Mem_Write;
	always@(posedge clk or negedge rst_n) begin
		if(~rst_n) begin
			state <= 2'b00;
		end else begin
			if(state == 2'b00) begin
				inst_addr <= 0;
				state <= 2'b01;
			end else begin
				inst_addr <= PC;
			end
		end
	end
endmodule
`timescale 1ns / 1ps
module registers(
	input clk,
	input rst_n,
	input [4:0] readreg1,
	input [4:0] readreg2,
	input [4:0] writereg,
	input [31:0] writedata,
	input regwrite,						 
	output reg [31:0] readdata1,
	output reg [31:0] readdata2
    );
	integer i;
	reg [31:0] regfile [0:31];
	always@(readreg1 or regfile[readreg1]) begin
		if (readreg1 == 0) readdata1 = 0;
		else readdata1 = regfile[readreg1];
	end
	always@(readreg2 or regfile[readreg2]) begin
		if (readreg2 == 0) readdata2 = 0;
		else readdata2 = regfile[readreg2];
	end
	always@(posedge clk or negedge rst_n) begin
		if(~rst_n) begin
			regfile[0]  <= 32'b0;
			regfile[1]  <= 32'b0;
			regfile[2]  <= 32'b0;
			regfile[3]  <= 32'b0;
			regfile[4]  <= 32'b0;
			regfile[5]  <= 32'b0;
			regfile[6]  <= 32'b0;
			regfile[7]  <= 32'b0;
			regfile[8]  <= 32'b0;
			regfile[9]  <= 32'b0;
			regfile[10] <= 32'b0;
			regfile[11] <= 32'b0;
			regfile[12] <= 32'b0;
			regfile[13] <= 32'b0;
			regfile[14] <= 32'b0;
			regfile[15] <= 32'b0;
			regfile[16] <= 32'b0;
			regfile[17] <= 32'b0;
			regfile[18] <= 32'b0;
			regfile[19] <= 32'b0;
			regfile[20] <= 32'b0;
			regfile[21] <= 32'b0;
			regfile[22] <= 32'b0;
			regfile[23] <= 32'b0;
			regfile[24] <= 32'b0;
			regfile[25] <= 32'b0;
			regfile[26] <= 32'b0;
			regfile[27] <= 32'b0;
			regfile[28] <= 32'b0;
			regfile[29] <= 32'b0;
			regfile[30] <= 32'b0;
			regfile[31] <= 32'b0;
		end else begin
			if(regwrite && writereg) begin
				regfile[writereg] <= writedata;
			end
		end	
	end
endmodule
```
**./run.sh**
```bash
#!/bin/bash
# OpenROAD 26Q1-2900-gdf79404cd8, Yosys 0.63+post, stock flow scripts
make -C /OpenROAD-flow-scripts/flow DESIGN_CONFIG=/design/flow/config.mk WORK_HOME=/design/flow/orfs finish
```
==> GITHUB_STEP_SUMMARY <==
## Implementation flow summary

| Metric | Value |
|---|---|
| Outcome | `complete, but fails checks` |
| Failing checks | `setup timing` |
| Final min period | `8.71 ns` |
| Largest net degree at the start of global routing | `130` |
| Endpoints left unconstrained | `68` |
| Final non-filler cell total | `9452` |
| Worst Hold Class | `reg2reg` |
| Setup crit end kind | `flop` |
| DIE AREA | `138000 um^2` |
| TritonCTS Buffers | `106` |
| First-pass GRT wire length | `553000 um` |
| Dominant flop cell | `dfrtp_1` |
| Slowest CP cell | `nor3b_4` |
| Placer Congestion | `1.13` |
| Final WL | `404000 um` |
| Max Slew Vio Count | `0` |
| Tot GR Track Use | `60.7%` |
| Syn Inst Count | `7037` |
| Async S/R FF share, synth | `93.6%` |
| Max VDD drop | `0.210 mV` |
| GRT overflow | `0` |
| Worst Slack Setup Final | `-0.0121 ns` |
| Unrepaired setup endpoints after global routing | `no` |
| CP arrival | `9.21 ns` |
| Drt wl/cell | `42.7 um` |
| CTS clk-pin slew, worst paths | `0.07 ns` |
| Synth warn | `9` |
| DIE WIDTH | `372 um` |
| P_leak | `39.1 nW` |
| Fin Clk Skew | `0.0830 ns` |
| Syn avg cell area | `9.71 um^2` |
| Most used logic cell in the final layout | `dfrtp_1` |
| Area share, top type | `36.3%` |
| Reg area | `26400 um^2` |
| FP Rows | `135` |
| Levels on crit path | `24` |
| Total Neg Setup Slack | `-0.0139 ns` |
| CP delay by family, top | `simple AND/OR/NAND/NOR gates` |
| Synth flops | `1061` |
| Synth cell types | `117` |
| Die Ht | `372 um` |
| Critical-path maximum fanout | `14` |
| Final hold violation count | `0` |
| 1st-pass router iterations | `11` |
| Via density | `7.68` |
| Placed cell area | `78100 um^2` |
| Worst reg2reg path depth | `23` |
| Worst hold path cell count | `2` |
| PortBufs | `162` |
| Tool warnings | `107` |
| Root Buffer | `clkbuf_16` |
| Number of global-route vias before repair | `69.8k` |
| H-tree Lvls | `3` |
| Num ports | `163` |
| # fillers | `11.1k` |
| Worst slew pin tran | `1.39 ns` |
| Placed cells | `9215` |
| Yosys cell count | `7037` |
| Core footprint | `135000 um^2` |
| DRC errors left | `0` |
| Fp_density | `50.4%` |
| Final Cell Area | `81900 um^2` |
| Crit share post-route | `100%` |
| Kind of critical path | `in2reg` |
| Crit start category | `primary input` |
| Vias | `72.6k` |
| Fraction of layout cells with a size suffix above 1 | `30.2%` |
| Logic cell area | `39200 um^2` |
| Final HPWL DP | `282000 um` |
| Cell mode on critical path | `buf_4` |
| Max Freq | `0.115 GHz` |
| Critical Path Max Stage Delay | `1.16 ns` |
| Worst-Skew Late Latency | `0.79 ns` |
| Clk buf depth | `3` |
| # setup viols final | `2` |
| Yosys chip area | `68300 um^2` |
| Synth area leader | `dfrtp_1` |
| Post-synth EDFFs | `32` |
| TritonCTS clock tree | `done` |
| Max-cap violations | `0` |
| Setup WS pre-CTS | `-0.531 ns` |
| Slew Limit Headroom | `7.00%` |
| Post-Synthesis Cell Area | `68300 um^2` |
| Cell Chain, Critical Path | `buf_2 -> nor3b_4 -> buf_4 -> a32o_1 -> a221oi_1 -> nand4_1 -> o221a_2 -> a21oi_1 -> buf_4 -> fa_1 -> buf_4 -> xnor2_1 -> a21oi_1 -> and4b_1 -> and4_1 -> and4_1 -> nand4_1 -> or4b_1 -> buf_4 -> o41a_1 -> a211oi_4 -> buf_4 -> buf_4 -> a211oi_2` |
| Bufs and invs on worst path | `7` |
| Pwr dens | `184 nW/um^2` |
| Final Core Density | `60.5%` |
| Register pins left without a clock | `36` |
| WP data required | `9.20 ns` |
| Final ANT Viol Nets | `0` |
| Initial antenna violation count | `46` |
| Main area contributors | `dfrtp_1 (36%), mux2_2 (15%), a22oi_1 (5.0%), and3_1 (4.4%), clkbuf_1 (2.9%)` |
| DR iter-0 viols | `9930` |
| Area Overhead vs Synth | `19.9%` |
| Top cells excl fill/tap | `dfrtp_1 (992), mux2_2 (926), buf_4 (835)` |
[repair_timing]
action	CTS	global route
resized	0	5
buffers inserted	0	0
endpoints found under the setup margin	0	25
hold buffers	0	0
[routing by layer]
layer / up-vias / global-route usage (%) / share of wire [%]
met5: - / 13.0 / 0.56
met4: 64 / 50.9 / 12
met3: 2628 / 39.2 / 17
met2: 7098 / 77.9 / 38
met1: 34900 / 68.8 / 32
li1: 27900 / - / -
[worst min-delay path, cell delays in order (launching register included)]
cell     delay (ns)
dfrtp_1        0.36
nand2_1        0.05
o21ai_0        0.06
[cell type report]
class / instances / area share, %
Inverter: 167 / 0.765
Timing Repair Buffer: 1090 / 11.9
Clock inverter: 55 / 0.861
Multi-Input combinational cell: 5116 / 47.9
Sequential cell: 1061 / 32.2
Tap cell: 1781 / 2.72
Antenna cell: 43 / 0.131
Clock buffer: 139 / 3.61
[stage by stage]
stage	hold WS (ns)	power [W]
floorplan	0.461	0.00782
global placement	0.476	0.00997
detailed placement	0.488	0.0100
CTS	0.503	0.0148
global route	0.530	0.0154
finish	0.496	0.0151
[cells in the mapped netlist (35+ instances only)]
| cell | number |
|---|---|
| dfrtp_1 | 992 |
| mux2_2 | 926 |
| clkbuf_1 | 523 |
| and3_1 | 486 |
| a22oi_1 | 456 |
| nand2_1 | 392 |
| nor2_1 | 352 |
| a21oi_1 | 334 |
| o21ai_0 | 244 |
| nand3_1 | 191 |
| inv_1 | 160 |
| a2111oi_0 | 154 |
| nand4_1 | 132 |
| ha_1 | 126 |
| nor3_1 | 117 |
| mux2i_1 | 95 |
| buf_1 | 92 |
| a221oi_1 | 76 |
| xnor2_1 | 69 |
| buf_2 | 68 |
| nand2b_1 | 52 |
| o221ai_1 | 49 |
| mux4_2 | 46 |
| a211oi_1 | 41 |
| o21a_1 | 39 |
| a31oi_1 | 38 |
| dlxtn_1 | 36 |
| a222oi_1 | 35 |
[cells by family (layout without fill, tap and decap cells)]
group	Yosys count	in the layout	share of synthesized area, %
AOI/OAI and AO/OA	1829	1829	19.2
latches	36	36	0.791
DFF	1025	1025	37.8
and+or+nand+nor	1990	1990	15.5
other	1	44	0.00549
xor gates and xnor gates	100	100	1.28
buffers and inverters	860	1451	4.90
muxes	1067	1067	18.2
adders and majority gates	129	129	2.39
[power breakdown]
group          leakage, nW  switching [W]  internal [W]
Clock                 1.79        0.00213       0.00274
Combinational         23.2        0.00244       0.00165
Sequential            14.1       0.000652       0.00546
[worst paths after layout]
check                                                     start                                     to  slack (ns)
max                                                    inst[16]            inst_addr[25]$_SDFFCE_PP0P_       -0.01
min                        registers.regfile[8][10]$_DFFE_PN0P_   registers.regfile[8][10]$_DFFE_PN0P_        0.50
max reg2reg                registers.regfile[18][7]$_DFFE_PN0P_            inst_addr[25]$_SDFFCE_PP0P_        1.74
min reg2reg                registers.regfile[8][10]$_DFFE_PN0P_   registers.regfile[8][10]$_DFFE_PN0P_        0.50
max in group asynchronous                                 rst_n  registers.regfile[18][28]$_DFFE_PN0P_        5.39
min in group asynchronous                                 rst_n   registers.regfile[7][31]$_DFFE_PN0P_        0.95
[flip-flops by register name, summed over array words and instances (netlist names)]
name and count:
registers.regfile 992, state 1, ALU.ALU_Output 32, controller.ALU_Control 4, inst_addr 32
No activity file was given, so power comes from the tool's default toggle rates.
